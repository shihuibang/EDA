==> /design/flow/run.sh <==
#!/bin/bash
# OpenROAD 26Q1-2900-gdf79404cd8, Yosys 0.63+post, stock flow scripts
make -C /OpenROAD-flow-scripts/flow DESIGN_CONFIG=/design/flow/config.mk WORK_HOME=/design/flow/orfs finish
==> /design/flow/config.mk <==
export PLATFORM = sky130hd
export DESIGN_NAME = runing
export DESIGN_NICKNAME = runing
export VERILOG_FILES = /design/flow/design.v
export SDC_FILE = /design/flow/constraint.sdc
export NUM_CORES = 4
export LEC_CHECK = 1
export CORE_UTILIZATION = 40
==> /design/flow/constraint.sdc <==
current_design runing

set clk_period 6.0
set clk_io_pct 0.2

create_clock -name clk0 -period $clk_period [get_ports {clk_50Mhz}]

set non_clock_inputs [all_inputs -no_clocks]
set_input_delay [expr $clk_period * $clk_io_pct] -clock clk0 $non_clock_inputs
set_output_delay [expr $clk_period * $clk_io_pct] -clock clk0 [all_outputs]
==> /design/flow/design.v <==
module runing(clk_50Mhz,rst_n,h,m,s,stop_clk,hou_temp,min_temp,sec_temp,hou_show,min_show,sec_show,ring);
	input clk_50Mhz,h,m,s,stop_clk,rst_n;
	input [5:0]hou_temp,min_temp,sec_temp;
	output reg[5:0] hou_show,min_show,sec_show;
	output reg ring = 0;
	reg[5:0] hou,min,sec;
	reg [24:0] counter;
	reg clk_1hz;
	reg c = 1;
	always @(posedge clk_50Mhz or negedge rst_n)begin
	if(!rst_n)begin
		counter <= 25'd0;
		clk_1hz <= 0;
	end
	else if(counter == 25000000) begin
		counter <= 25'd0;
		clk_1hz <= ~clk_1hz;
	end
	else
		counter <= counter + 1;		
end
	always @(posedge clk_1hz )begin
			if(c)begin
				hou = hou_temp;
				min = min_temp;
            sec = sec_temp;
				c = ~c;
			end
			if((h==1&&m==1&&s==1)||(h==1&&m==0&&s==0)||(h==0&&m==1&&s==0)||(h==0&&m==0&&s==1))begin
				hou = hou_temp;
				min = min_temp;
            sec = sec_temp;
			end
			if(!stop_clk) 
			sec = sec + 1;
			if(sec >= 60)begin
				sec = 0;
				min = min + 1;
			end
			if(min >= 60)begin
				min = 0;
				hou = hou + 1;
			end
			if(hou >= 24)begin
			hou = 0;
			end
			if(min == 0 && sec <= 3)
					ring = 1;
				else
					ring = 0;
	end
  always @(posedge clk_50Mhz) begin
        hou_show <= hou;
        min_show <= min;
        sec_show <= sec;
    end
endmodule
==> notes.org <==
#+TITLE: Flow metrics

** Detailed routing
- The detailed router used layers up to and including met4.
- Total wire length after detailed routing :: 6030 microns
- Per the detail_route report, routed wire per instance is 13.02 microns.
- Antenna Nets Post-Route :: 0
- Routed via count divided by cell count :: 5.065
- The repair_antennas step left the layout with diodes totalling 0.
- Drt pass-1 iters :: 4
- Post-route DRC violation count :: 0
- In the detailed route, the total length drawn on met3 is 164 microns.
- First DRT Iteration DRCs :: 80
- Met1 WL :: 2995 microns
- The routed layout has 2345 vias.
- Routed wire length on met2 :: 2788 microns

** Hold path
- The min-delay analysis places its worst path in the category flip-flop to flip-flop.
- Hold EP :: counter[9]$_DFF_PN0_
- Per the hold report, the tightest min-delay path originates at counter[9]$_DFF_PN0_.
- Hold analysis shows the worst path with a depth of 1.

** Placed design
- Per the placement log, port buffering inserted 42 buffers.
- Routability cong. :: 0.8219
- Total placed instance area :: 0.003595 sq mm
- For this run the detailed placement stage logged an HPWL of 4453 microns.

** Synthesis
- FFs w/ async S/R, synth :: 40.63%
- Dominant flop cell :: sky130_fd_sc_hd__dfxtp_1
- After technology mapping, the gate count stands at 317.
- Biggest area consumer among synthesized cells :: sky130_fd_sc_hd__dfxtp_1
- After synthesis the cells add up to 0.003064 sq mm.
- Synthesized flop and latch total :: 64
- Chip area line of the yosys report :: 0.003064 sq mm
- Each instance of the synthesized netlist takes up on average 9.666 sq um.
- Proportion of netlist area held by the largest area contributor :: 24.83%
- Count of library flops with an enable pin :: 0
- After synthesis, flip-flops and latches occupy 46.06% of the total area.
- The synthesis report lists the Yosys warning total as 1.
- For this design, Yosys synthesis ends with a cell count of 317.
- By instance count, the leading cell after synthesis is sky130_fd_sc_hd__nand2_1.
- Yosys mapped the design onto 54 distinct sky130hd cell types.
- Synth top area cells :: sky130_fd_sc_hd__dfxtp_1, sky130_fd_sc_hd__dfrtp_1, sky130_fd_sc_hd__xnor2_1
- Leading post-synthesis cells by instance count :: sky130_fd_sc_hd__nand2_1, sky130_fd_sc_hd__dfxtp_1, sky130_fd_sc_hd__nor2_1

** GRT
- The first global-routing pass estimated 10430 microns of wire.
- The number of antenna violations at the first check in global routing is 0.
- Via count of the first global-routing pass :: 2261
- The global routing report lists combined usage of all routing layers as 17.01%.
- Pin count of the biggest net entering global routing :: 27
- Total congestion overflow after global routing :: 0

** CTS
- In the CTS report, the clock slew at the register clock pins of the worst setup and hold paths is listed as 0.09 ns.
- Post-CTS repair changed the size of 0 cells.
- Number of setup buffers added after CTS :: 0
- CTS tree :: built
- Number of buffers created by CTS :: 5
- After clock tree synthesis, the flow added hold-fix buffers numbering 0.
- H-tree level count :: 2
- The root buffer cell chosen for the clock tree is sky130_fd_sc_hd__clkbuf_8.
- Deepest clock path buffer count :: 2
- The skew report gives the latency at the later pin of the worst-skew pair as 0.30 ns.

** Critical path
- Family of cells with the greatest summed delay on the critical path :: buffers and inverters
- STA reports a reg2reg setup slack of 3.97 ns.
- STA classifies the critical path endpoint as an output port.
- The setup path with the least slack is of type flip-flop to output port.
- For the worst flop-to-flop path, the logic depth is 7.
- Startpoint of the most critical register-to-register path :: counter[0]$_DFF_PN0_
- Critical path buffers and inverters :: 1
- Critical R2R Capture :: counter[22]$_DFF_PN0_
- STA puts the critical path data required time at 4.80 ns.
- Looking at the critical path, the highest net fanout was 1.
- Ordered cell list for the critical path :: clkdlybuf4s50_1
- Kind of launch point of the worst setup path :: flip-flop
- Library cell contributing the largest single delay on the critical path :: sky130_fd_sc_hd__clkdlybuf4s50_1
- Data arrival, critical path :: 1.08 ns
- Biggest cell delay along the critical path :: 0.45 ns

** Final layout
- Per the final layout report, the fraction of cells sized above drive strength 1 comes to 7.967%.
- Area added between synthesis and finish :: 21.27%
- The finished cells cover 0.003716 sq mm.

** STA
- After layout, the minimum clock period comes to 2.278 ns.
- For reference, the final report shows the max-slew violation count at 0.
- The worst pin sits at a relative slew slack of 50.95%.
- 37 endpoints have no timing constraint.
- Endpoints failing hold in the final report were tallied at 0.
- The timer found 20 register pins that no clock reaches; their paths are not timed.
- Post-Route Setup TNS :: 0 ns
- The final report lists the setup-violating endpoint count as 0.
- Static timing analysis puts the maximum clock frequency at 438.9 MHz.
- Worst Skew :: 0.01113 ns
- Slew at the pin closest to its max-slew limit :: 0.7153 ns
- Hold timing on the final database bottoms out at a slack of 0.4990 ns.
- RSZ-0062 raised after global routing :: false
- Post-route period utilization is reported as 37.97%.

** Die
- The horizontal die dimension reported for this design is 89.53 microns.
- Height of the die :: 89.53 microns
- According to the floorplan report, the total die area is 0.008015 sq mm.
- The floorplan has 31 rows.
- Initial core utilization :: 41.80%
- Floorplan core area :: 0.007331 sq mm
- Top Ports :: 43

** Job
- MaxCap Viol Count :: 0
- Count of tool warnings :: 26

** Power
- Power Dens Cells :: 170.5 mW/mm^2
- The script extracted a total leakage power of 0.001531 uW.
- Power after layout :: 633.8 uW
- The worst VDD IR drop from the latest analysis is 111.6 uV.

** Run status
- The flow ran to the end, and the final reports show no timing, DRC or antenna violations.
==> logic make-up after synthesis <==
family / Yosys count / synth area share (%)
other: 1 / 0.1224
buffers and inverters: 11 / 1.878
DFF: 64 / 46.06
AOI/OAI and AO/OA: 34 / 8.167
adders and majority gates: 5 / 2.042
and+or+nand+nor: 151 / 25.73
muxes: 15 / 5.186
xor gates and xnor gates: 36 / 10.82
==> per-stage QoR <==
step                      setup WS, ns  instances  util, %
after floorplan                  3.927        318        -
after global placement           4.036        455    49.04
after detailed placement         3.960        455    49.04
after CTS                        3.704        463    50.69
after global routing             3.650        463    50.69
final                            3.722        463    50.69
==> placed cells by master, fill, tap and decap left out, types with 3 or more instances in the layout <==
master | synthesis | final
sky130_fd_sc_hd__clkdlybuf4s50_1 | 0 | 42
sky130_fd_sc_hd__o21ai_1 | 3 | 3
sky130_fd_sc_hd__xor2_1 | 16 | 16
sky130_fd_sc_hd__ha_1 | 5 | 5
sky130_fd_sc_hd__and3_1 | 5 | 5
sky130_fd_sc_hd__dfxtp_1 | 38 | 38
sky130_fd_sc_hd__clkbuf_8 | 0 | 6
sky130_fd_sc_hd__nand3_1 | 21 | 21
sky130_fd_sc_hd__inv_1 | 5 | 5
sky130_fd_sc_hd__mux2i_1 | 10 | 10
sky130_fd_sc_hd__mux2_2 | 4 | 4
sky130_fd_sc_hd__nand4_1 | 6 | 6
sky130_fd_sc_hd__nor2_1 | 37 | 37
sky130_fd_sc_hd__nand2_1 | 41 | 41
sky130_fd_sc_hd__nor4_1 | 8 | 7
sky130_fd_sc_hd__nor3_1 | 6 | 6
sky130_fd_sc_hd__a21oi_1 | 7 | 7
sky130_fd_sc_hd__or3_1 | 6 | 6
sky130_fd_sc_hd__o21ai_0 | 10 | 10
sky130_fd_sc_hd__xnor2_1 | 19 | 19
sky130_fd_sc_hd__dfrtp_1 | 26 | 26
sky130_fd_sc_hd__nand4b_1 | 3 | 3
==> how the worst max path moves through the flow <==
stage	start	end	slack, ns	cells past startpoint
4_1_cts	min_show[1]$_DFF_P_	min_show[1]	3.70	1
5_1_grt	hou_show[2]$_DFF_P_	hou_show[2]	3.65	1
6_report	hou_show[2]$_DFF_P_	hou_show[2]	3.72	1
==> layer usage <==
| layer | global-route usage [%] | up-vias |
|---|---|---|
| li1 | - | 1194 |
| met1 | 25.69 | 1102 |
| met2 | 27.76 | 42 |
| met3 | 2.060 | 7 |
| met4 | 2.309 | 0 |
| met5 | 0 | - |
==> where the power goes <==
part / total [uW] / leakage, uW / internal (uW) / switching [uW]
clock: 241 / 0.0000614 / 136 / 104
sequential: 296 / 0.000672 / 296 / 0
combinational: 97.4 / 0.000797 / 44.3 / 53.1
==> state kept, by name, indices dropped and copies added (netlist names) <==
name and count:
c 1, ring 1, clk_1hz 1, counter 25, min_show 6, hou 6, sec_show 6, hou_show 6
min 6, sec 6
==> final cells by class <==
cell class | instances | area [sq um]
Fill cell | 651 | 3615
Multi-Input combinational cell | 243 | 1605
Sequential cell | 64 | 1411
Timing Repair Buffer | 44 | 435.4
Tap cell | 99 | 123.9
Clock buffer | 6 | 82.58
Clock inverter | 2 | 38.79
Inverter | 5 | 18.77
No activity file was given, so power comes from the tool's default toggle rates.
