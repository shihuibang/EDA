`./design.v`:
```
module control(clk_50Mhz,key,key_press,button_negedge1,button_negedge2,rst_n,show_hou,show_min,show_sec,stop_clk,h,m,s,hou,min,sec,led4);
	input clk_50Mhz,button_negedge1,button_negedge2;
	input [3:0] key,key_press;
	input [3:0] show_hou,show_min,show_sec;
	input rst_n;
	output reg[3:0] stop_clk,h,m,s,led4 = 4'b0000;
	output reg[6:0] hou,min,sec;
	reg[3:0] key_val,prev_key_press = 0;
	always @(*)begin
		hou = show_hou;
		min = show_min;
		sec = show_sec;
		key_val <= key;
		case(key_val)
			4'd1:begin
				led4 = 4'b0001;
				stop_clk <= 1;
				h<=1;
				m<=0;
				s<=0;
			end
			4'd2:begin
				led4 = 4'b0010;
				stop_clk <= 1;
				h<=0;
				m<=1;
				s<=0;
			end
			4'd3:begin
				led4 = 4'b0100;
				stop_clk <= 1;
				h<=0;
				m<=0;
				s<=1;
			end
			4'd6:begin
				led4 = 4'b1000;
				stop_clk <= 0;
				h<=0;
				m<=0;
				s<=0;
			end
			4'd7:begin
				stop_clk <= 1;
				led4 = 4'b0101;
				h<=1;
				m<=1;
				s<=1;
				hou = 12;
				min = 12;
				sec = 12;
			end
			default: led4 = 4'b0000;
		endcase
		if(button_negedge1)begin
				led4 = 4'b1100;
				stop_clk <= 1;
				if(h==1&&m==0&&s==0) begin hou = hou + 1;key_val <= 0; if (hou >= 24) hou = 0;end
				if(h==0&&m==1&&s==0) begin min = min + 1;key_val <= 0; if (min >= 60) min = 0;end
				if(h==0&&m==0&&s==1) begin sec = sec + 1;key_val <= 0; if (sec >= 60) sec = 0;end
				end
		if(button_negedge2)begin
				led4 = 4'b0011;
				stop_clk <= 1;
				if(h==1&&m==0&&s==0) begin hou = hou - 1; if (hou <= 0) hou = 23;end
				if(h==0&&m==1&&s==0) begin min = min - 1; if (min <= 0) min = 59;end
				if(h==0&&m==0&&s==1) begin sec = sec - 1; if (sec <= 0) sec = 59;end
				end
		prev_key_press = key_press;
	end
endmodule
```
`./constraint.sdc`:
```
current_design control

set clk_period 6.6
set clk_io_pct 0.2

create_clock -name clk0 -period $clk_period

set non_clock_inputs [all_inputs -no_clocks]
set_input_delay [expr $clk_period * $clk_io_pct] -clock clk0 $non_clock_inputs
set_output_delay [expr $clk_period * $clk_io_pct] -clock clk0 [all_outputs]
```
`./run.sh`:
```
#!/bin/bash
# OpenROAD 26Q1-2900-gdf79404cd8, Yosys 0.63+post, stock flow scripts
make -C /OpenROAD-flow-scripts/flow DESIGN_CONFIG=/design/flow/config.mk WORK_HOME=/design/flow/orfs finish
```
`./config.mk`:
```
export PLATFORM = sky130hd
export DESIGN_NAME = control
export DESIGN_NICKNAME = control
export VERILOG_FILES = /design/flow/design.v
export SDC_FILE = /design/flow/constraint.sdc
export NUM_CORES = 4
export LEC_CHECK = 1
export CORE_AREA = 10 10 105 105
export DIE_AREA = 0 0 115 115
```
==> results.yml <==
# implementation run metrics
outcome:
  status: "completed"
final_timing:
  layout_min_cycle_time_ps: 6320
  relSlewSlack_pct: 62.4
  hold_ws_ps: 3460
  unclocked_regs: 4
  fmax_mhz: 158
  setup_violations: 0
  untimed_endpoints: 8
  hold_viol_final: 0
  fin_setup_tns_ps: 0
  tightest_slew_ps: 561
  slew_viol_final: 0
  period_used_pct: 95.7
power_and_ir_drop:
  finalPower_mw: 0.126
  power.leakage_nw: 0.845
  cellPowerDensity_mw_per_mm2: 56.3
  ir_drop_mv: 0.0199
drt:
  vias: 1926
  drtIter0Drc: 88
  antenna_left: 0
  drt_wl_total_um: 5450
  n_antenna_cell: 0
  drc: 0
  dr.pass1.iters: 4
  vias_per_cell: 4.78
  wl_per_cell_um: 13.5
placed_design:
  port_buffers: 47
  place.gp.congestion: 0.886
  dp_hpwl_um: 4500
  dp_cells: 403
finish:
  drive_above_1_share_pct: 7.46
  syn2layout_area_growth_pct: 33.6
  fillers: 967
  final_cell_count_no_fill: 403
global_route:
  grt_overflow: 0
  grt_pass1_vias: 1845
  grt_pass1_wl_um: 8890
  grt_max_degree: 16
  antenna_found_initial: 0
  grt.total_usage_pct: 7.80
yosys:
  top_area_share_pct: 6.71
  yosysTopAreaCell: "ha_1"
  synth-edff-count: 0
  synth-seq-cells: 4
  synth_cells: 254
  yosysWarnings: 65
  ys_sh_mux_pct: 3.73
  yosys-top-cells-area: "ha_1 (6.7%), xnor2_1 (6.3%), nor2_1 (6.0%)"
  async_flop_share_pct: 0
  flop_cell: "dlxtn_1"
  syn_area_per_cell_um2: 6.61
  synth_cell_types: 53
  ys_sh_simple_pct: 37.2
  netlist_area_mm2: 0.00168
  ys_chip_area_mm2: 0.00168
  aoi_share_pct: 26.7
  synthAdderAreaFrac_pct: 6.71
  xor_share_pct: 8.35
  ys_top_logic_family: "simple AND/OR/NAND/NOR gates"
  ys_cells: 254
worst_setup_path:
  critical_path_class: "input pin to primary output"
  startpoint: "button_negedge1"
  worstSetupEndpointType: "primary output"
  crit_path_end: "hou[4]"
  worstPathRequired_ps: 5280
  start_kind: "input pin"
  crit_fanout: 7
  worstPathArrival_ps: 5000
min_path:
  hold_class: "input pin to primary output"
floorplan:
  die_area_mm2: 0.0132
  io_pins: 65
  num_rows: 34
  coreArea_mm2: 0.00876
  initCoreUtil_pct: 19.1
  dieHeight_um: 115
  die_width_um: 115
job:
  tool_warnings: 41
  max_cap_violations: 0
cts:
  postCtsSetupRepairBufs: 0
  holdBufCountCts: 0
==> cell usage in the layout, fill, tap and decap left out, types with 3 or more instances in the layout <==
master           synthesis  layout
o31ai_1                  3       3
xnor2_1                 12      12
o211ai_1                 5       5
or4_1                    4       4
nand4bb_1                3       3
clkdlybuf4s50_1          0      46
nor3b_1                  5       5
a21oi_1                 11      11
nand2_1                 22      22
nand3_1                 10      10
dlxtn_1                  4       4
and2_1                   8       8
nor3_1                   5       5
o21ai_0                 19      19
conb_1                   1      12
a211oi_1                 5       5
and3_1                   6       6
xor2_1                   4       4
mux2i_1                  4       3
nor2_1                  27      27
nand2b_1                 3       3
nand4_1                  6       6
inv_1                   13      13
a22oi_1                  4       4
ha_1                     9       9
buf_4                   12       9
==> metrics by stage <==
step | worst slack, ps | instance area, um^2 | util (%)
final | 283 | 2240 | 25.6
after global routing | -1.92 | 2240 | 25.6
after CTS | 124 | 2210 | 25.3
after detailed placement | 150 | 2210 | 25.3
after global placement | 205 | 2210 | 25.3
after floorplan | 1150 | 1720 | -
==> sequential cells by signal, indices dropped and copies added, names as in the netlist <==
signal and flops:
s 1, stop_clk 1, m 1, h 1
==> final cells by class <==
cell class | instances | area [um^2] | share of cell area [%]
sequential | 4 | 60.1 | 2.68
tap | 108 | 135 | 6.03
inverter | 13 | 48.8 | 2.18
multi-input combinational | 222 | 1460 | 65.0
timing repair buffer | 56 | 541 | 24.1
==> cell families after synthesis <==
| group | Yosys count |
|---|---|
| AND-OR/OR-AND | 66 |
| XOR/XNOR | 16 |
| adder cells (fa/ha/maj) | 9 |
| buffers and inverters | 39 |
| latches | 4 |
| multiplexers | 6 |
| other | 1 |
| AND/OR/NAND/NOR | 113 |
==> routing by layer <==
metal	global-route usage [%]	up-vias	share of wire, %
met5	0	-	0
met4	0	0	0
met3	1.00	0	5.4
met2	12.8	53	46
met1	11.3	885	49
li1	-	988	-
==> report_power, final <==
part           internal (mW)  leakage (nW)  switching, mW
combinational         0.0630         0.813         0.0598
sequential           0.00117        0.0322        0.00211
clock                      0             0              0
==> critical path, stage by stage <==
cell,delay [ps]
clkdlybuf4s50_1,520
nand4bb_1,210
and4_4,250
nand2_2,70
buf_4,170
and2_1,160
ha_1,310
nand2_1,70
nand2_1,50
a32o_1,250
nand2_1,110
ha_1,230
nand4_1,170
or4_1,470
o211ai_1,130
clkdlybuf4s50_1,510
==> how the worst min path moves through the flow <==
| stage | startpoint | to | slack (ps) | depth (start not counted) |
|---|---|---|---|---|
| after CTS | key[0] | led4[0] | 3820 | 3 |
| after global routing | key[0] | led4[0] | 3500 | 3 |
| final | key[0] | led4[0] | 3460 | 3 |
==> Yosys cell counts, types with 3 or more instances <==
cell / count
nand2_1: 22
xor2_1: 4
mux2i_1: 4
and2_1: 8
and3_1: 6
a22oi_1: 4
nor2_1: 27
nor3_1: 5
o211ai_1: 5
o21ai_0: 19
nand3_1: 10
inv_1: 13
nand2b_1: 3
dlxtn_1: 4
ha_1: 9
o31ai_1: 3
clkbuf_1: 6
buf_4: 12
a21oi_1: 11
or4_1: 4
a211oi_1: 5
nand4bb_1: 3
buf_6: 4
nand4_1: 6
xnor2_1: 12
buf_2: 4
nor3b_1: 5
==> repair_timing <==
| item | in CTS | in global routing |
|---|---|---|
| resized | 0 | 5 |
| endpoints found under the hold margin | 0 | 0 |
| endpoints found under the setup margin | 0 | 11 |
Power and IR drop assume default switching activity.
