### flow/design.v
`timescale 1ns / 1ps
module key_scan  (
							clk,  							 
							rst_n,             
							key_in_y,          
							key_out_x,         
							led_out,           
							show_hou,          
							show_min,          
							show_sec,          
							stop_clk,
							h,m,s,             
							hou,               
							min,               
							sec,               
							led4
						);
input        clk; 
input        rst_n;
input  [3:0] key_in_y;
input [5:0] show_hou,show_min,show_sec;
output reg [3:0] key_out_x;
output [15:0] led_out;
output reg[3:0] stop_clk = 0,h,m,s,led4 = 4'b0000;
output reg[5:0] hou ,min ,sec;
reg [19:0] count;
always @(posedge clk or negedge rst_n)      
begin
   if(!rst_n) begin                
      count <= 20'd0;         
      key_out_x <= 4'b1111;  
   end		
   else begin
	       if(count == 20'd0)            
            begin
               key_out_x <= 4'b1110;    
					count <= count + 20'b1;  
            end
         else if(count == 20'd249_999)  
            begin
               key_out_x <= 4'b1101;    
					count <= count + 20'b1;  
            end				
			else if(count ==20'd499_999)    
            begin
               key_out_x <= 4'b1011;    
					count <= count + 20'b1;  
            end	
			else if(count ==20'd749_999)    
            begin
               key_out_x <= 4'b0111;    
					count <= count + 20'b1;  
            end				
         else if(count ==20'd999_999)   
			   begin
               count <= 0;              
            end	
	      else
				count <= count + 20'b1;     
     end
end
reg [3:0] key_h1_scan;     
reg [3:0] key_h1_scan_r;   
reg [3:0] key_h2_scan;     
reg [3:0] key_h2_scan_r;   
reg [3:0] key_h3_scan;     
reg [3:0] key_h3_scan_r;   
reg [3:0] key_h4_scan;     
reg [3:0] key_h4_scan_r;   
always @(posedge clk)
	begin
		if(!rst_n) begin                
			key_h1_scan <= 4'b1111;     
			key_h2_scan <= 4'b1111;          
			key_h3_scan <= 4'b1111;          
			key_h4_scan <= 4'b1111;        
		end		
		else begin
		  if(count == 20'd124_999)            
			   key_h1_scan<=key_in_y;          
		  else if(count == 20'd374_999)       
			   key_h2_scan<=key_in_y;          
		  else if(count == 20'd624_999)       
			   key_h3_scan<=key_in_y;          
		  else if(count == 20'd874_999)       
			   key_h4_scan<=key_in_y;          
		end
end
always @(posedge clk)
   begin
		 key_h1_scan_r <= key_h1_scan;   	
		 key_h2_scan_r <= key_h2_scan; 
		 key_h3_scan_r <= key_h3_scan; 
		 key_h4_scan_r <= key_h4_scan;  
	end 
wire [3:0] flag_h1_key = key_h1_scan_r[3:0] & (~key_h1_scan[3:0]);   
wire [3:0] flag_h2_key = key_h2_scan_r[3:0] & (~key_h2_scan[3:0]);   
wire [3:0] flag_h3_key = key_h3_scan_r[3:0] & (~key_h3_scan[3:0]);   
wire [3:0] flag_h4_key = key_h4_scan_r[3:0] & (~key_h4_scan[3:0]);   
reg [15:0] temp_led;
always @ (posedge clk or negedge rst_n)       
begin
    if (!rst_n)begin                  
         temp_led <= 16'd0;      
			hou = 12;
			min = 46;
			sec = 57;
		end
    else
         begin 
             if ( flag_h1_key[0] ) begin 
					temp_led[0] <= ~temp_led[0];
					led4 = 4'b0001;
					stop_clk <= 1;
					h<=1;
					m<=0;
					s<=0;
					hou = show_hou;
					min = show_min;
					sec = show_sec;
				 end    
             if ( flag_h1_key[1] ) begin
					temp_led[1] <= ~temp_led[1]; 
					led4 = 4'b0010;
					stop_clk <= 1;
					h<=0;
					m<=1;
					s<=0;
					hou = show_hou;
					min = show_min;
					sec = show_sec;
				 end   
             if ( flag_h1_key[2] ) begin 
					temp_led[2] <= ~temp_led[2];
					led4 = 4'b0100;
					stop_clk <= 1;
					h<=0;
					m<=0;
					s<=1;
					hou = show_hou;
					min = show_min;
					sec = show_sec;
				 end  
             if ( flag_h1_key[3] ) begin 
					temp_led[3] <= ~temp_led[3];
					led4 = 4'b1100;
					stop_clk <= 1;
					if(h==1&&m==0&&s==0) begin hou = hou + 1;if (hou >= 24) hou = 0;end
					if(h==0&&m==1&&s==0) begin min = min + 1;if (min >= 60) min = 0;end
					if(h==0&&m==0&&s==1) begin sec = sec + 1;if (sec >= 60) sec = 0;end
				 end   
				 if ( flag_h2_key[0] ) begin
					temp_led[4] <= ~temp_led[4];
					led4 = 4'b0011;
					stop_clk <= 1;
					if(h==1&&m==0&&s==0) begin hou = hou - 1; if (hou <= 0) hou = 23;end
					if(h==0&&m==1&&s==0) begin min = min - 1; if (min <= 0) min = 59;end
					if(h==0&&m==0&&s==1) begin sec = sec - 1; if (sec <= 0) sec = 59;end
				 end   
             if ( flag_h2_key[1] ) begin
					temp_led[5] <= ~temp_led[5]; 
					led4 = 4'b1000;
					stop_clk <= 0;
					h<=0;
					m<=0;
					s<=0;
				 end   
             if ( flag_h2_key[2] ) begin 
					temp_led[6] <= ~temp_led[6]; 	
					hou = 12;
					min = 46;
					sec = 57;
					h<=1;
					m<=1;
					s<=1;
					stop_clk <= 0;
					led4 = 4'b0101;
				 end   
             if ( flag_h2_key[3] ) temp_led[7] <= ~temp_led[7];    
				 if ( flag_h3_key[0] ) temp_led[8] <= ~temp_led[8];    
             if ( flag_h3_key[1] ) temp_led[9] <= ~temp_led[9];    
             if ( flag_h3_key[2] ) temp_led[10] <= ~temp_led[10];    
             if ( flag_h3_key[3] ) temp_led[11] <= ~temp_led[11];    
				 if ( flag_h4_key[0] ) temp_led[12] <= ~temp_led[12];    
             if ( flag_h4_key[1] ) temp_led[13] <= ~temp_led[13];    
             if ( flag_h4_key[2] ) temp_led[14] <= ~temp_led[14];    
				 if ( flag_h4_key[3] ) temp_led[15] <= ~temp_led[15];    
         end
end
 assign led_out = temp_led;
endmodule
### flow/run.sh
#!/bin/bash
# OpenROAD 26Q1-2900-gdf79404cd8, Yosys 0.63+post, stock flow scripts
make -C /OpenROAD-flow-scripts/flow DESIGN_CONFIG=/design/flow/config.mk WORK_HOME=/design/flow/orfs finish
### flow/config.mk
export PLATFORM = sky130hd
export DESIGN_NAME = key_scan
export DESIGN_NICKNAME = key_scan
export VERILOG_FILES = /design/flow/design.v
export SDC_FILE = /design/flow/constraint.sdc
export NUM_CORES = 4
export LEC_CHECK = 1
export CORE_UTILIZATION = 40
### flow/constraint.sdc
current_design key_scan

set clk_period 7.3
set clk_io_pct 0.2

create_clock -name clk0 -period $clk_period [get_ports {clk}]

set non_clock_inputs [all_inputs -no_clocks]
set_input_delay [expr $clk_period * $clk_io_pct] -clock clk0 $non_clock_inputs
set_output_delay [expr $clk_period * $clk_io_pct] -clock clk0 [all_outputs]
==> run notes <==
run metrics: Fin Setup TNS=0 ps, Achievable Freq=207 MHz, worst r2r src=key_h1_scan[2], Worst Setup Path Type=flop to flop, Final Hold Fails=0, wire length per cell=15.8 um, tool warnings=31, Placeable Area=14500 um2, hpwl dp=just over 10 mm, CTS max path bufs=2, Placed Instances=877, Synth Warn #=1, FP Rows=44, Root Buffer=clkbuf_16, worst reg2reg endpoint=min[3], CP required=7570 ps, top_reg_cell synth=dfrtp_1, PwrDens=188 nW/um2, crit path launch=key_h1_scan[2], CTS tree=yes, clock-pin slew on the worst setup and hold paths=70 ps, height of the chip=124 um, vias in the first global route=4426, DRC Markers=0, Port Buffers=69, Yosys Instances=651, share of cells above drive strength 1=8.89%, fin crit share=66.1%, First DRT Iteration DRCs=356, FF-to-FF setup slack=2470 ps, Slew Viols, Final=0, Detail Route Antenna Nets=0, RSZ-0062 raised after global routing=no, Hold WC Path Type=flop to flop, setup bufs post-CTS=0, Initial Utilization=40.9%, ant diodes=0, Area Growth Syn to Fin=18.1%, Final Instance Area=6990 um2, most frequent cells in the layout=nand2_1, clkdlybuf4s50_1, nor2_1, CTS Sinks=98, actual slew at the worst max-slew pin=between 700 and 800 ps, Core Util, Final=48.3%, H-tree depth=3, antenna violations before repair=0, leakage power=between 2 and 3 nW, mapped cell area=5920 um2, Ports=approximately 82, largest net degree at the start of global routing=about 49, most common logic cell in the routed design=nand2_1, Clock Skew=around 8.8 ps, Global Route Usage Sum=19.7%, CTS hold repair buffers=0, FF-to-FF path depth=18, Worst setup SP type=flop, post-synthesis async set-or-reset flop share=59.2%, status=finished, final reports clean, post_cts resized=0, peak supply drop=0.123 mV, post-layout min period=4830 ps, RePlAce Congestion=approximately 0.92, Die Wd=124 um, Worst Path Max Fanout=20, Post-synth seq share=39.7%, total congestion overflow=0, Insertion Delay late pin=340 ps, Synth Register Bits=just under 100, Post-Syn Area per Cell=9.09 um2, first-pass GRT wire length=22.8 mm, capture point of the worst path=min[3], CP arrival=5100 ps, Total Wirelength=14.1 mm, Chip Area, Yosys=5920 um2, Syn Inst Count=651, CP endpoint kind=flop, flip-flops with a built-in enable=8, Cell Count, Final, Fillers Out=893, die area=15300 um2, setup violators final=0, total CTS buffers=9, DR vias/cell=5.48, via count=4890, max cap viols=0, first drt pass iteration count=5, Worst slew margin=46.9%, Placement Cell Area=6690 um2, distinct lib cells=77
## area by class of cell
type | count | area [um2]
Fill cell | 1308 | 7490
Multi-Input combinational cell | 503 | 3300
Sequential cell | 98 | 2350
Timing Repair Buffer | 77 | 746
Clock buffer | 11 | 243
Tap cell | 184 | 230
Clock inverter | 5 | 62.6
Inverter | 15 | 56.3
## worst min path at each step
stage                 slack [ps]      startpoint  cells after the start               end
after CTS                    370  key_h4_scan[0]                      0  key_h4_scan_r[0]
after global routing         370  key_h3_scan[1]                      0  key_h3_scan_r[1]
final                        360  key_h4_scan[0]                      0  key_h4_scan_r[0]
## power breakdown
part           leakage [nW]  switching, mW  internal [mW]
Clock                 0.142          0.207          0.277
Sequential             1.04         0.0229          0.573
Combinational          1.66          0.115          0.122
Total                  2.85          0.345          0.972
## cell families after synthesis
family	count (synthesis)	share of synthesized area, %
AOI/OAI and AO/OA	112	13.4
xor gates and xnor gates	55	8.50
adders and majority gates	12	2.54
buffers and inverters	61	5.18
DFF	98	39.7
muxes	38	6.68
other	1	0.0634
and+or+nand+nor	274	23.9
## through the flow
| stage | worst slack, ps | power, mW | hold slack, ps |
|---|---|---|---|
| CTS | 2510 | 1.34 | 366 |
| detailed placement | 2190 | 0.842 | 355 |
| global placement | 2240 | 0.843 | 350 |
| finish | 2470 | 1.32 | 365 |
| floorplan | 2890 | 0.746 | 342 |
| global route | 2200 | 1.39 | 372 |
## cells in the mapped netlist (14+ instances only)
cell	number	share of area [%]
nand2_1	71	4.5
nor2_1	59	3.7
dfrtp_1	44	19
xnor2_1	33	4.9
dfxtp_1	32	11
mux2i_1	30	5.1
clkbuf_1	23	1.5
o21ai_0	22	1.9
nand3_1	21	1.8
xor2_1	20	3.0
nand2b_1	19	2.0
a21oi_1	18	1.5
nor3_1	16	1.4
and3_1	15	1.6
inv_1	15	0.95
dfstp_2	14	6.2
## worst max-delay path, cell delays in order, from the launching register on
cell	delay [ps]
dfxtp_1	380
nor2b_1	60
buf_4	180
nor3_4	470
buf_4	400
mux2_2	440
ha_1	220
a2111oi_0	280
o211ai_1	160
nor2_1	340
nor2_1	150
inv_1	90
ha_1	160
inv_1	60
xnor3_1	340
nand2b_1	160
or4_4	450
a221o_1	320
o211ai_2	70
## metal layers
metal | track usage, % | up-vias | part of all wire (%)
li1 | - | 2401 | -
met1 | 32.4 | 2303 | 48
met2 | 29.1 | 168 | 44
met3 | 2.76 | 18 | 6.0
met4 | 2.94 | 0 | 1.4
met5 | 0 | - | 0
## sequential cells by signal, indices dropped and copies added, names as in the netlist, 6 cells and up
name      cells
sec           6
temp_led     16
count        20
hou           6
min           6
Power figures rest on the tool's default switching activity, not on a simulated workload.
